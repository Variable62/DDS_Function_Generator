File: design/flow/run.sh
#!/bin/bash
# OpenROAD 26Q1-2900-gdf79404cd8, Yosys 0.63+post, stock flow scripts
make -C /OpenROAD-flow-scripts/flow DESIGN_CONFIG=/design/flow/config.mk WORK_HOME=/design/flow/orfs finish
File: design/flow/config.mk
export PLATFORM = sky130hd
export DESIGN_NAME = SamplingCtrl
export DESIGN_NICKNAME = SamplingCtrl
export VERILOG_FILES = /design/flow/design.v
export SDC_FILE = /design/flow/constraint.sdc
export NUM_CORES = 4
export LEC_CHECK = 1
export CORE_UTILIZATION = 30
File: design/flow/constraint.sdc
current_design SamplingCtrl

set clk_period 2.8
set clk_io_pct 0.2

create_clock -name clk0 -period $clk_period [get_ports {Fg_CLK}]

set non_clock_inputs [all_inputs -no_clocks]
set_input_delay [expr $clk_period * $clk_io_pct] -clock clk0 $non_clock_inputs
set_output_delay [expr $clk_period * $clk_io_pct] -clock clk0 [all_outputs]
File: design/flow/design.v
module SamplingCtrl (
    input   wire    Fg_CLK,
    input   wire    [2:0]oIntBtn,
    input   wire    Fg_RESETn,
    output  wire    DDSEnable,  
    output  wire    DDSReady,
    output  wire    [2:0]DDSMode
);
    reg [2:0] rDDSMode;
    reg [13:0]rValue;
    reg [13:0] rCnt;
    reg rDDSEnable;
    reg begin_ready;
    reg rDDSReady;
    reg [6:0] rCnt_Ready;
    reg rPulse_In;
    assign  DDSMode = rDDSMode;
    assign  DDSReady = rDDSReady;
    assign  DDSEnable = rDDSEnable;
    always @(posedge Fg_CLK or negedge  Fg_RESETn) begin  : u_rCnt
        if (~Fg_RESETn) begin
            rCnt <= 13'd0;
        end
        else    begin
        rCnt <= (rCnt < rValue) ? rCnt + 13'd1 : 13'd0;
    end
    end
    always @(posedge Fg_CLK or negedge Fg_RESETn) begin : u_rValue
    if(~Fg_RESETn) begin
            rValue <= 13'd0;
    end
    else begin
            case (rDDSMode)
                0: rValue   <=  0;
                1: rValue   <=  9;
                2: rValue   <=  99;
                3: rValue   <=  999;
                4:rValue    <=  9999;
                default: rValue <= 0;
            endcase
    end
    end
    always @(posedge Fg_CLK or negedge Fg_RESETn) begin : u_rDDSEnable
    if (~Fg_RESETn) begin
        rDDSEnable <= 1'd0;
    end
    else begin
        rDDSEnable <= (rCnt == rValue) ? 1 : 0;
    end
    end
    always @(posedge Fg_CLK or negedge  Fg_RESETn) begin : u_rDDSMode
    if(~Fg_RESETn) begin
        rDDSMode <= 3'd0;
    end
    else begin
    if((oIntBtn && rDDSMode == 0) || (rDDSEnable && rPulse_In)) begin
        rDDSMode <= (rDDSMode < 3'd4) ? rDDSMode + 3'd1 : 3'd0;
    end
    end 
    end
    always @(posedge Fg_CLK or negedge  Fg_RESETn) begin : u_rPulse_In
    if(~Fg_RESETn) begin
        rPulse_In <= 1'd0;
    end
    else begin
        if(oIntBtn) begin
            rPulse_In <= 1'd1;
        end
            else if (rDDSEnable == 1) begin
                rPulse_In <= 1'd0;
            end
            else
                rPulse_In = rPulse_In;
    end
    end
    always @(posedge Fg_CLK or negedge Fg_RESETn) begin : u_rbegin_ready
    if (!Fg_RESETn) begin
        begin_ready <= 1'd1;
    end else begin
        begin_ready <= (rCnt_Ready < 80 &&  begin_ready == 1) ? 1'd1 : 0;
    end
    end
    always @(posedge Fg_CLK or negedge Fg_RESETn) begin : u_rCnt_Ready
    if (~Fg_RESETn) begin
        rCnt_Ready <= 7'd0;
    end
    else begin
        if (begin_ready == 1'd1) begin
            rCnt_Ready <= (rCnt_Ready < 80) ? rCnt_Ready + 7'd1 :  7'd0;
        end
    end
    end
    always @(posedge Fg_CLK or negedge Fg_RESETn) begin : u_rDDSReady
    if (~Fg_RESETn) begin
        rDDSReady <= 1'd0;
    end
    else begin 
        if(rCnt_Ready < 80) begin
            rDDSReady <= 1'd0;
        end 
        else    begin
            rDDSReady <= 1'd1;
        end
    end
    end
endmodule
==> impl_metrics.py <==
# Auto-generated metrics
metrics = {
    "synth": {
        "synth-main-ff-cell": "dfrtp_1",
        "synth_area_per_cell_um2": 10.2,
        "synth_stat.cells": 186,
        "yosys_register_bits": 35,
        "ys_types": 39,
        "ys_seq_share": 0.461,
        "async_flop_share": 1.00,
        "netlist_instances": 186,
        "ys_area_mm2": 0.00190,
        "yosysWarnings": 1,
        "synth-edff-count": 0,
        "netlist_area_mm2": 0.00190,
    },
    "power_and_ir_drop": {
        "leakage_nw": 1.03,
        "vdd_drop_max_mv": 0.355,
        "cellPowerDensity_mw_per_mm2": 789,
    },
    "clocking": {
        "clock_sinks": 35,
        "htree_levels": 2,
        "post_cts_buffers": 0,
        "clock-root-buffer": "clkbuf_8",
        "cts_buffer_depth": 2,
        "ctsResizeCount": 0,
        "path_clk_slew_ns": 0.08,
        "clock_latency_ns": 0.29,
        "cts_tree": "yes",
        "cts_hold_buf": 0,
        "cts-buffers-inserted": 5,
    },
    "global_route": {
        "antenna_found_initial": 0,
        "grt_max_degree": 23,
        "globalRoute.totalOverflow": 0,
        "grt_pass1_vias": 1234,
        "track_usage": 0.112,
        "grt_pass1_wl_um": 5630,
    },
    "critical_path": {
        "crit_fanout": 14,
        "worst_ep_required_time_ns": 2.99,
        "crit_path_end_kind": "flip-flop",
        "cp_data_arrival_time_ns": 2.17,
        "worstSetupPathType": "reg2reg",
        "start_kind": "flip-flop",
    },
    "die": {
        "fp_util": 0.315,
        "die_y_um": 81.6,
        "ios": 10,
        "dieArea_mm2": 0.00666,
        "rows": 28,
        "die_x_um": 81.6,
        "core_mm2": 0.00603,
    },
    "drt": {
        "via_count": 1315,
        "routed_wl_um": 3190,
        "wl_per_cell_um": 11.6,
        "vias_per_cell": 4.78,
        "num_antenna_cells": 0,
        "dr.pass1.iters": 4,
        "drc": 0,
        "drtIter0Drc": 58,
        "drtAntennaViolNets": 0,
    },
    "flow_run": {
        "warning_count": 28,
        "maxCapViolations": 0,
    },
    "timing": {
        "hold_viol_final": 0,
        "clock.fmax_mhz": 506,
        "timing.setup.tns_ns": 0,
        "worst_pin_slew_ns": 0.722,
        "fin_skew_ns": 0.0102,
        "slew_viol_final": 0,
        "worst_slew_margin_rel": 0.518,
        "min_period_ns": 1.98,
        "rsz0062_at_grt": "false",
        "setup_violations": 0,
        "finalClockPeriodUsage": 0.705,
    },
    "cells_and_area": {
        "logic_area_um2": 921,
        "layoutNonFillerInstCount": 275,
        "drive_gt1_frac": 0.130,
        "regArea_um2": 877,
        "area_growth_pct": 13.6,
        "fill_cells": 618,
    },
    "run_status": {
        "outcome": "completed",
    },
    "placed_design": {
        "portBuffers": 9,
        "gp_congestion": 0.783,
        "dp_hpwl_um": 2300,
        "dp_cells": 267,
    },
    "worst_hold_path": {
        "hold_path_class": "in2async",
    },
}
[final timing paths]
path | startpoint | endpoint | slack [ns] | cells past startpoint
max in group asynchronous | Fg_RESETn | begin_ready$_DFF_PN1_ | 1.97 | 2
max | rCnt[9]$_DFF_PN0_ | rCnt[13]$_DFF_PN0_ | 0.82 | 5
min in group clk0 | rCnt_Ready[0]$_DFFE_PN0P_ | rCnt_Ready[0]$_DFFE_PN0P_ | 0.51 | 1
max reg2reg | rCnt[9]$_DFF_PN0_ | rCnt[13]$_DFF_PN0_ | 0.82 | 5
min | Fg_RESETn | rValue[3]$_DFF_PN0_ | 0.17 | 1
min reg2reg | rCnt_Ready[0]$_DFFE_PN0P_ | rCnt_Ready[0]$_DFFE_PN0P_ | 0.51 | 1
[layout make-up]
| cell class | instances | share of cell area |
|---|---|---|
| Clock inverter | 2 | 0.00754 |
| Sequential cell | 35 | 0.406 |
| Tap cell | 75 | 0.0435 |
| Clock buffer | 6 | 0.0383 |
| Timing Repair Buffer | 11 | 0.0464 |
| Inverter | 18 | 0.0313 |
| Multi-Input combinational cell | 128 | 0.427 |
[sequential cells by signal, indices dropped and copies added (netlist names)]
signal	flops
begin_ready	1
rCnt	14
rDDSEnable	1
rDDSReady	1
rDDSMode	3
rCnt_Ready	7
rValue	7
rPulse_In	1
[cell usage in the layout, fill, tap and decap left out, types with 2 or more instances in the layout]
cell / count
clkdlybuf4s50_1: 8
a21oi_1: 3
nor2_1: 5
nor2b_1: 2
nand2_1: 18
and3_1: 4
nor3_2: 9
a22o_1: 2
and2_1: 2
inv_1: 18
dfrtp_1: 34
buf_4: 2
xor2_1: 8
nand2b_1: 3
xnor2_1: 3
or3_1: 2
and4_1: 2
o21ai_0: 15
ha_1: 17
nand3_1: 10
nand4_1: 4
clkbuf_8: 6
nor3_1: 5
[cell usage after synthesis (all sizes together), types with 2 or more instances]
cell type	instances	area share
dfrtp	34	0.45
nand3	10	0.026
and2	2	0.0066
nor2b	2	0.0066
o21ai	15	0.039
nor2	5	0.0099
a21oi	3	0.0079
a22o	2	0.0092
or3	2	0.0066
ha	17	0.11
xnor2	3	0.014
nand4	4	0.013
buf	4	0.016
and4	3	0.014
nand2b	3	0.0099
nor3	14	0.061
xor2	8	0.037
nand2	18	0.036
and3	4	0.013
inv	18	0.036
a31oi	2	0.0099
[cell families (layout without fill, tap and decap cells)]
logic type      Yosys count  count (layout)  synth area share
flops                    35              35             0.461
mux                       1               1           0.00527
fa+ha+maj                17              17             0.112
xor+xnor                 11              11            0.0507
buf+inv                  23              37            0.0540
simple gates             72              72             0.228
compound gates           27              27            0.0882
[power by group]
part	leakage, nW	total [mW]	switching, mW	internal, mW
combinational	0.521	0.608	0.326	0.282
clock	0.0474	0.385	0.185	0.201
sequential	0.462	0.709	0.0998	0.609
total	1.03	1.70	0.611	1.09
[metal layers]
metal / vias up / share of wire / wire length [um] / track usage
met3: 8 / 0.036 / 115 / 0.0248
met1: 621 / 0.52 / 1660 / 0.179
met4: 0 / 0.018 / 59 / 0.0175
met2: 17 / 0.42 / 1360 / 0.163
met5: - / 0 / 0 / 0
li1: 669 / - / - / -
[through the flow]
step | hold WS [ns] | utilization | cell area (um2) | setup WS (ns) | power (mW)
floorplan | 0.264 | - | 1900 | 1.12 | 1.15
global placement | 0.485 | 0.342 | 2060 | 0.881 | 1.33
detailed placement | 0.492 | 0.342 | 2060 | 0.812 | 1.34
CTS | 0.175 | 0.358 | 2160 | 0.824 | 1.73
global route | 0.190 | 0.358 | 2160 | 0.645 | 1.85
finish | 0.174 | 0.358 | 2160 | 0.825 | 1.70
[critical path, cell delays in order (launching register included)]
cell and delay [ns]:
dfrtp_1 0.42, ha_1 0.31, a21oi_1 0.12, o21ai_0 0.10, a221o_1 0.63, a211oi_1 0.31
Power and IR drop assume default switching activity.

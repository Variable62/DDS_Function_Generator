==> /design/flow/run.sh <==
#!/bin/bash
# OpenROAD 26Q1-2900-gdf79404cd8, Yosys 0.63+post, stock flow scripts
make -C /OpenROAD-flow-scripts/flow DESIGN_CONFIG=/design/flow/config.mk WORK_HOME=/design/flow/orfs finish
==> /design/flow/config.mk <==
export PLATFORM = sky130hd
export DESIGN_NAME = Oscillator
export DESIGN_NICKNAME = Oscillator
export VERILOG_FILES = /design/flow/design.v
export SDC_FILE = /design/flow/constraint.sdc
export NUM_CORES = 4
export LEC_CHECK = 1
export CORE_UTILIZATION = 30
==> /design/flow/constraint.sdc <==
current_design Oscillator

set clk_period 22.4
set clk_io_pct 0.2

create_clock -name clk0 -period $clk_period [get_ports {Fg_CLK}]

set non_clock_inputs [all_inputs -no_clocks]
set_input_delay [expr $clk_period * $clk_io_pct] -clock clk0 $non_clock_inputs
set_output_delay [expr $clk_period * $clk_io_pct] -clock clk0 [all_outputs]
==> /design/flow/design.v <==
module Oscillator(
    input   wire        Fg_CLK,
    input   wire        Fg_RESETn,
    input   wire        DDSEnable,
    input   wire        DDSReady,
    input   wire[31:0]  init_1,
    input   wire[31:0]  init_2,
    output  wire[31:0]  out_1, 
    output  wire[31:0]  out_2
); 
reg [31:0] r_out_1;
reg [31:0] r_out_2;
reg [31:0] r_out1_a;
reg [31:0] r_out;
reg [31:0] a;
reg [63:0] c;
assign  out_1 = r_out_1;
assign  out_2 = r_out_2;
always @(posedge Fg_CLK or negedge Fg_RESETn) begin :u_r_out_1
    if (~Fg_RESETn) begin
        r_out_1 <= 0;
    end
    else if(DDSReady) begin
        r_out_1 <= init_1;  
    end
    else if(DDSEnable) begin
        r_out_1 <= r_out;
    end
end
always @(posedge Fg_CLK or negedge  Fg_RESETn) begin : u_r_out_2
    if (~Fg_RESETn) begin
        r_out_2 <= 0;
    end
    else if(DDSReady) begin
        r_out_2 <= 0;
    end
    else if(DDSEnable) begin
        r_out_2 <= r_out_1;
    end
end
always @(posedge Fg_CLK or negedge  Fg_RESETn) begin    
    if (~Fg_RESETn) begin
        a <= 0;
    end
    else if(DDSReady) begin
        a <= init_2;  
    end
end
always @(*) begin 
   c <= $signed(a)*$signed(r_out_1);
    r_out1_a <= c[60:29];
end
always @(*) begin 
    r_out <= r_out1_a - r_out_2;
end
endmodule
==> results.txt <==
fresh numbers from the pnr run: outcome complete, no violations, most used cell, CP fa_1, chip width around 370 um, ys flops between 90 and 100, DR vias 26.9k, YS chip area ~40,000 um2, Yosys Instances slightly above 4k, number of global-route vias before repair slightly below 30k, fillcell total ~13k, initial DRC count about 970, Post-DRT Antenna Nets 0, CTS Sinks around 96, layer with the highest usage met2, clock slew at reported path FFs 0.10 ns, clk latency of the worst-skew pair 0.43 ns, synthesized cell area 39,800 um2, crit path launch type flop, fin. max-slew vios 0, setup_tns 0 ns, first-pass GRT wire length 171,000 um, Worst path slowest cell dfrtp_1, GRT overflow 0, RSZ-0062 raised after global routing no, Seq share, synth 0.0604, YS warnings 1, die height about 370 um, synth unique cells around 66, CP Capture Type flop, top_reg_cell synth dfrtp_1, fp util 0.302, clock skew roughly 0.023 ns, drt drc 0, WL/cell around 18 um, Detailed Place HPWL between 80,000 and 90,000 um, IO Port Bufs between 100 and 150, Hold Path Class reg2reg, CP peak stage delay ~0.9 ns, total track usage 0.175, CTS tree done, die area around 130,000 um2, met3 track utilization from global routing 0.0576, TritonRoute pass-1 iters 6, number of flops mapped to enable cells by yosys 0, cycle use final 0.475, Final min period around 11 ns, logic area between 30,000 and 40,000 um2, Worst EP required 22.72 ns, Final Hold Violation Tally 0, synth cell count leaders fa_1 (1,050), inv_1 (967), and2_1 (563), nand2_1 (472), clkbuf_1 (210), GP Congestion between 0.9 and 1, post-DR vias/cell 4.56, final cell count without fillers slightly below 6k, met2 Use GR 0.297, H-tree depth 3, stage-log warning count 25, hold buffer count at CTS 0, Resized cells post-CTS 0, ys async rst share 1.00, Synth top cell by count fa_1, synthesized area per cell between 9 and 10 um2, initial antenna violation count 8, clock buffer count from CTS 9, register area about 2400 um2, ratio of cells with drive above 1 in the final layout 0.0361, Top-area cell share 0.529, Routed WL between 100,000 and 150,000 um, met1 Use GR 0.219, largest net degree at the start of global routing 64, Bufs on Longest Clock Path 2, P&R area growth vs syn 9.00%, worst slew pin tran between 0.8 and 0.9 ns, placed insts about 5.9k, Setup Buffers After CTS 0, worst hold slack 0.514 ns, clk root buf clkbuf_16, crit path kind reg2reg, WP data arrival around 11 ns, post-synthesis cell count roughly 4.1k, site row count about 130, Core Area ~130,000 um2, # IOs 132, post-synth top area cell fa_1, Max Fclk 94.0 MHz, final setup vio count 0, worst-path fanout max 20, # Max-Cap Violations 0, slew margin rel. 0.423, top cells, area fa_1 (53%), inv_1 (9.1%), and2_1 (8.9%), ha_1 (6.5%), dfrtp_1 (6.0%)
-- final cells by class --
type | instances | share of cell area
clock inverters | 7 | 0.00188
multi-input cells | 2866 | 0.759
clock buffers | 9 | 0.00520
inverters | 967 | 0.0837
diodes | 1 | 0.0000577
repair buffers | 210 | 0.0438
flip-flops and latches | 96 | 0.0554
well taps | 1755 | 0.0507
-- cell usage in the layout, fill, tap and decap left out, drive strengths merged, types with 5 or more instances in the layout --
cell / Yosys / layout
fa: 1050 / 1050
inv: 967 / 971
and2: 563 / 563
nand2: 472 / 472
ha: 207 / 207
clkdlybuf4s50: 0 / 128
dfrtp: 96 / 96
nor2: 86 / 86
buf: 7 / 82
a21oi: 59 / 59
xnor2: 58 / 58
o21ai: 56 / 56
mux2i: 49 / 49
nor2b: 39 / 39
mux2: 33 / 33
a21o: 31 / 31
nand2b: 17 / 17
nor3: 16 / 16
xor2: 16 / 16
nand3: 15 / 15
o21a: 14 / 14
clkbuf: 210 / 9
nand4: 8 / 8
a31oi: 7 / 7
a211oi: 7 / 7
and3: 6 / 6
o211ai: 6 / 6
or3: 5 / 5
-- flip-flops by register name, indices dropped and copies added, names as in the netlist --
name and cells:
a 32, r_out_1 32, r_out_2 32
-- cells by family after synthesis --
group,count (synthesis),share of synthesized area
fa+ha+maj,1257,0.594
compound gates,213,0.0357
simple gates,1239,0.160
mux,82,0.0217
flops,96,0.0604
buf+inv,1184,0.112
xor+xnor,75,0.0169
-- path summary, 6_finish.rpt --
path                            from     endpoint  slack [ns]  cells past startpoint
min                            a[11]        a[11]        0.51                      1
min in group asynchronous  Fg_RESETn  r_out_1[31]        3.95                      1
max                            a[25]  r_out_1[31]       11.76                     34
max reg2reg                    a[25]  r_out_1[31]       11.76                     34
max in group asynchronous  Fg_RESETn        a[15]       16.82                      3
min reg2reg                    a[11]        a[11]        0.51                      1
-- layer usage --
layer	wire (um)	up-vias	part of all wire
met2	55500	837	0.52
met1	39600	14000	0.37
met4	3510	2	0.033
met3	8180	152	0.077
met5	82	-	0.00077
li1	-	12000	-
-- stage by stage --
stage,utilization,area (um2),setup slack [ns]
2_1_floorplan,-,39800,13.21
3_3_place_gp,0.327,43000,11.83
3_5_place_dp,0.327,43000,11.80
4_1_cts,0.330,43300,11.77
5_1_grt,0.330,43300,11.22
6_report,0.330,43300,11.76
-- worst max-delay path: cells and delay by family (launching register included) --
kind	cells	cell delay [ns]
xor+xnor	2	0.57
fa+ha+maj	10	4.61
simple gates	4	0.45
buf+inv	3	0.52
flops	1	0.92
compound gates	15	3.41

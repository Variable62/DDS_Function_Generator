==> ./design.v <==
module Reset_Gen(
    input   wire    Ext_CLK,
    input   wire    Ext_RESETn,
    input   wire    PllLocked,
    output  wire    PllRESETn,
    output  wire    Fg_RESETn
);
    localparam cExtIgnore = 23'd12000;
    reg [3:0]   rStartupCnt = 4'd0;
    reg [3:0]   rHoldCnt = 4'd0;
    reg [22:0]  rExtIgnoreCnt = 23'd0;
    reg rPllRESETn;
    reg rFg_RESETn;
    assign PllRESETn       = rPllRESETn;
    assign Fg_RESETn        = rFg_RESETn;   
    always @(posedge Ext_CLK) begin : u_rStartupCnt
        rStartupCnt <= (rStartupCnt < 15) ? rStartupCnt + 4'd1 : rStartupCnt; 
    end
    always @(posedge Ext_CLK) begin : u_rExtIgnoreCnt
        if(rExtIgnoreCnt == 23'd0) begin
            rExtIgnoreCnt <= (Ext_RESETn == 1'd0) ? 23'd1 : 23'd0;
        end
        else begin
            rExtIgnoreCnt <= (rExtIgnoreCnt == cExtIgnore) ? 23'd0 : rExtIgnoreCnt + 23'd1;
        end
    end
    always @(posedge Ext_CLK) begin : u_rHoldCnt
        rHoldCnt <= (Ext_RESETn == 1'd0 && rExtIgnoreCnt == 23'd0) ? 4'd1 : 
                    (rHoldCnt == 4'd0) ? 4'd0 : rHoldCnt + 4'd1;
    end
    always @(posedge Ext_CLK) begin : u_rPllRESETn
        rPllRESETn <=   (rStartupCnt < 15) ? 1'd0 :
                        (rHoldCnt >= 15 | rHoldCnt == 4'd0) ? 1'd1 : 1'd0;
    end
    always @(posedge Ext_CLK) begin : u_rFg_RESETn
        rFg_RESETn <= (PllLocked == 1'd1) ? 1'd1 : 1'd0;
    end
endmodule
==> ./run.sh <==
#!/bin/bash
# OpenROAD 26Q1-2900-gdf79404cd8, Yosys 0.63+post, stock flow scripts
make -C /OpenROAD-flow-scripts/flow DESIGN_CONFIG=/design/flow/config.mk WORK_HOME=/design/flow/orfs finish
==> ./config.mk <==
export PLATFORM = sky130hd
export DESIGN_NAME = Reset_Gen
export DESIGN_NICKNAME = Reset_Gen
export VERILOG_FILES = /design/flow/design.v
export SDC_FILE = /design/flow/constraint.sdc
export NUM_CORES = 4
export LEC_CHECK = 1
export CORE_UTILIZATION = 30
==> ./constraint.sdc <==
current_design Reset_Gen

set clk_period 5.4
set clk_io_pct 0.2

create_clock -name clk0 -period $clk_period [get_ports {Ext_CLK}]

set non_clock_inputs [all_inputs -no_clocks]
set_input_delay [expr $clk_period * $clk_io_pct] -clock clk0 $non_clock_inputs
set_output_delay [expr $clk_period * $clk_io_pct] -clock clk0 [all_outputs]
==> impl_report.txt <==
RUN METRICS
----------------------------------------------------
[Job]
  Total number of warnings across the stage logs ........................ 27
  Max-cap check violation count ........................ 0

[Outcome]
  Run status ........................ complete, no violations

[Clock network]
  Clk ins delay skew pair ........................ 0.29 ns
  Post-CTS resize count ........................ 0
  Number of CTS-inserted buffers ........................ 5
  CTS max path bufs ........................ 2
  Post-CTS repair timing setup buffer count ........................ 0
  Maximum level of the CTS H-tree ........................ 2
  Clk sinks ........................ 33
  CTS tree ........................ yes
  Root Buffer Master ........................ sky130_fd_sc_hd__clkbuf_8
  Clock transition time at the flip-flop clock pins of the worst setup and hold paths ........................ 0.07 ns
  Hold bufs inserted after CTS ........................ 0

[Worst setup path]
  Critical-path top delay cell ........................ sky130_fd_sc_hd__clkdlybuf4s50_1
  Cell count of the worst reg-to-reg path ........................ 5
  Worst Path Required ........................ 4.32 ns
  Buffers & Inverters on Critical Path ........................ 1
  Reg2reg start ........................ rExtIgnoreCnt[0]
  FF-to-FF End ........................ rExtIgnoreCnt[22]
  Cell breakdown of the critical path ........................ clkdlybuf4s50_1
  Top cell family by delay on the critical path ........................ buffers and inverters
  Endpoint arrival time on the critical path ........................ 1.04 ns
  Kind of critical path ........................ reg2out
  CP startpoint kind ........................ flip-flop
  Slack of the worst reg-to-reg path ........................ 3.51 ns
  Critical Path Sink Type ........................ output pin
  Highest net fanout along the worst path ........................ 1
  Delay of the slowest cell on the worst path ........................ 0.45 ns

[STA]
  Number of failing hold endpoints at the final stage ........................ 0
  Min Clock Period, post-route ........................ 2.121 ns
  Max-slew headroom ........................ 0.7165
  Endpoints failing setup ........................ 0
  Final-layout setup total negative slack ........................ 0 ns
  Share of the clock period used by the worst path after layout ........................ 0.3928
  Maximum clock frequency ........................ 471.4 MHz
  RSZ-0062 raised after global routing ........................ false
  Fin Clk Skew ........................ 0.007291 ns
  Final Max Tran Viols ........................ 0
  Worst-case setup margin in the final layout ........................ 3.279 ns
  Slew of the pin with the lowest slew margin ........................ 0.4252 ns

[Cells and area]
  Signed area change from the synthesized netlist to the final layout ........................ 14.70%
  Fraction of final layout cells sized beyond drive strength 1 ........................ 0.07742
  Count of fill cells added during filler insertion ........................ 427
  Post-Layout Cell Count ........................ 207

[Drt]
  Count of inserted antenna diode cells ........................ 0
  Number of DRC markers in iteration 0 ........................ 34
  First-pass iteration count of the detailed router ........................ 4
  Count of vias placed by the detailed router ........................ 1020
  Total wire length ........................ 2.393 mm
  DRT antenna net count ........................ 0
  Ratio of routed vias to standard cells ........................ 4.928
  Remaining routing DRC violations ........................ 0
  Wire length per cell ........................ 11.56 µm

[Synth]
  Total cells reported by yosys after synthesis ........................ 145
  Number of distinct library cell variants in the gate-level netlist after synthesis ........................ 31
  Yosys top cell by instances ........................ sky130_fd_sc_hd__dfxtp_1
  Cells after synthesis ........................ 145
  Post-synth EDFFs ........................ 4
  Fraction of registers with async set or reset after synthesis ........................ 0
  Largest area contributor in the netlist ........................ sky130_fd_sc_hd__dfxtp_1
  Number of warnings issued by yosys ........................ 1
  Register area share after synthesis ........................ 0.4870
  Netlist Area Pre-Place ........................ 1439 µm²
  Primary flip-flop cell chosen by synthesis mapping ........................ sky130_fd_sc_hd__dfxtp_1
  Summed standard-cell area reported by yosys ........................ 1439 µm²
  Largest cells by area ........................ sky130_fd_sc_hd__dfxtp_1 (40%), sky130_fd_sc_hd__xnor2_1 (9.1%), sky130_fd_sc_hd__edfxtp_1 (8.3%)
  Synth flops ........................ 33
  Commonest cells post-synth ........................ sky130_fd_sc_hd__dfxtp_1 (29), sky130_fd_sc_hd__nor2_1 (15), sky130_fd_sc_hd__xnor2_1 (15)
  Top cell type's share of synthesized area ........................ 0.4035
  Mean instance size in the synthesized netlist ........................ 9.923 µm²

[Placed design]
  IO Port Bufs ........................ 4
  Worst-case setup slack after placement ........................ 3.318 ns
  Final weighted congestion of routability-driven global placement ........................ 0.8746
  Inst Count DP ........................ 199
  Placed wire-length estimate after detailed placement ........................ 1.699 mm

[Floorplanning]
  Die Height ........................ 71.26 µm
  Die Area ........................ 5077 µm²
  Placeable core region ........................ 4474 µm²
  Number of top-level design ports ........................ 5
  Fp util ........................ 0.3216
  Core Rows ........................ 24
  Width of the die ........................ 71.26 µm

[Pwr]
  Power per cell area ........................ 350.8 nW/µm²
  Static leakage ........................ 0.6608 nW
  Worst supply voltage drop on vdd ........................ 217.4 µV

[Min path]
  End point of the most critical hold path ........................ rExtIgnoreCnt[22]
  Start point of the worst hold path ........................ rExtIgnoreCnt[22]
  Type of the worst min-delay path ........................ reg2reg
  Worst hold path stage count ........................ 1

[Global route]
  Vias in the first global route ........................ 906
  Maximum number of pins on one net before global-route repair ........................ 13
  Wire length of the first global-routing pass ........................ 4.133 mm
  All-Layer GR Usage ........................ 0.1048
  Antenna violations before repair ........................ 0
  Remaining global-route overflow ........................ 0

----------------------------------------------------
## sequential cells by signal, summed over array words and instances (netlist names)
signal / flops
rHoldCnt: 4
rPllRESETn: 1
rStartupCnt: 4
rFg_RESETn: 1
rExtIgnoreCnt: 23
## routing by layer
metal  wire [µm]  global-route usage
met5           0                   0
met3          75             0.02710
met1        1221              0.1601
met4          51             0.02222
met2        1045              0.1545
## worst max path at each step
stage / startpoint / endpoint / slack [ns] / cells past startpoint
CTS: rFg_RESETn / Fg_RESETn / 3.26 / 1
global route: rPllRESETn / PllRESETn / 3.23 / 1
finish: rPllRESETn / PllRESETn / 3.28 / 1
## final cells by class
type	count	area, µm²	area share
timing repair buffer	4	40.04	0.02426
multi-input combinational	102	699.4	0.4238
clock buffer	5	68.82	0.04170
tap	52	65.06	0.03942
sequential	33	700.7	0.4246
clock inverter	3	46.29	0.02805
inverter	8	30.03	0.01820
## placed cells by master (no fill, tap or decap), types with 4 or more instances in the layout
cell / count
sky130_fd_sc_hd__clkbuf_8: 5
sky130_fd_sc_hd__nor2_1: 15
sky130_fd_sc_hd__nand2_1: 8
sky130_fd_sc_hd__edfxtp_1: 4
sky130_fd_sc_hd__ha_1: 5
sky130_fd_sc_hd__nand3_1: 11
sky130_fd_sc_hd__xnor2_1: 15
sky130_fd_sc_hd__dfxtp_1: 29
sky130_fd_sc_hd__inv_1: 8
sky130_fd_sc_hd__nor4_1: 4
sky130_fd_sc_hd__nor3_1: 6
sky130_fd_sc_hd__xor2_1: 9
sky130_fd_sc_hd__clkdlybuf4s50_1: 4
sky130_fd_sc_hd__nand4_1: 8
## stage by stage
stage / total power, mW / utilization / area [µm²] / hold WS [ns]
after floorplan: 0.3289 / - / 1439 / 0.4343
after global placement: 0.3436 / 0.3431 / 1535 / 0.4543
after detailed placement: 0.3523 / 0.3431 / 1535 / 0.4525
after CTS: 0.5871 / 0.3688 / 1650 / 0.4642
after global routing: 0.6094 / 0.3688 / 1650 / 0.4789
final: 0.5790 / 0.3688 / 1650 / 0.4614
## logic make-up (layout without fill, tap and decap cells)
kind of cell    Yosys count  after routing  share of synthesized area
xor+xnor                 24             24                     0.1461
buf+inv                  10             20                    0.02695
compound gates            5              5                    0.02087
flops                    33             33                     0.4870
mux                       1              1                   0.006957
fa+ha+maj                 5              5                    0.04348
simple gates             67             67                     0.2687
## report_power, final
part	switching [mW]	internal, mW
clock network	0.0940	0.138
registers	0.0161	0.269
logic	0.0270	0.0350
Power and IR drop assume default switching activity.
